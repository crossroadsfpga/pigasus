File: flow/config.mk
export PLATFORM = sky130hd
export DESIGN_NAME = pkt_almost_full
export DESIGN_NICKNAME = pkt_almost_full
export VERILOG_FILES = /design/flow/design.v
export SDC_FILE = /design/flow/constraint.sdc
export NUM_CORES = 4
export LEC_CHECK = 1
export CORE_AREA = 10 10 403 403
export DIE_AREA = 0 0 413 413
File: flow/constraint.sdc
current_design pkt_almost_full

set clk_period 1.2
set clk_io_pct 0.2

create_clock -name clk0 -period $clk_period [get_ports {clk}]

set non_clock_inputs [all_inputs -no_clocks]
set_input_delay [expr $clk_period * $clk_io_pct] -clock clk0 $non_clock_inputs
set_output_delay [expr $clk_period * $clk_io_pct] -clock clk0 [all_outputs]
File: flow/design.v
module pkt_almost_full (
        input  logic         clk,                  
        input  logic         rst,                  
        input  logic [511:0] in_data,
        input  logic         in_sop,
        input  logic         in_eop,
        input  logic [5:0]   in_empty,
        input  logic         in_valid,
	output logic         in_ready,
        output logic [511:0] out_data,
        output logic         out_sop,
        output logic         out_eop,
        output logic [5:0]   out_empty,
        output logic         out_valid,
        input  logic         out_almost_full
);
typedef enum{
    IDLE,
    SEND
} state_t;
state_t state;
assign in_ready = (state==SEND);
always@(posedge clk)begin
    if(rst)begin
        state <= IDLE;
	out_sop <= 0;
	out_eop <= 0;
	out_empty <= 0;
	out_valid <= 0;
    end else begin
        case(state)
            IDLE:begin
	        out_sop <= 0;
	        out_eop <= 0;
	        out_empty <= 0;
	        out_valid <= 0;
                if(!out_almost_full)begin
                    state <= SEND;
                end
            end
            SEND:begin
		out_sop <= in_sop;
		out_eop <= in_eop;
		out_valid <= in_valid;
		out_empty <= in_empty;
                if(in_valid & in_eop)begin
		    if(out_almost_full)begin
                        state <= IDLE;
		    end
                end
            end
        endcase
    end
    out_data  <= in_data;
end
endmodule
File: flow/run.sh
#!/bin/bash
# OpenROAD 26Q1-2900-gdf79404cd8, Yosys 0.63+post, stock flow scripts
make -C /OpenROAD-flow-scripts/flow DESIGN_CONFIG=/design/flow/config.mk WORK_HOME=/design/flow/orfs finish
==> out/metrics.cfg <==
[outcome]
status=finished, violations left
violations=negative setup slack

[critical_path]
worstRegToRegCells=4
arrival_ns=1.20
path_cells=buf_6 > buf_12
max_stage_delay_ns=0.32
critPathCaptureType=primary output
crit_type=register to primary output
r2r_slack_ns=0.02
cp-start-kind=register
worstPathMaxFanout=2
crit_slowest_cell=dfxtp_2
cp.required_ns=0.96

[timing]
slew_headroom_pct=78.48
finalHoldViolCount=0
fmax_mhz=693.7
setup_violations=522
fin_skew_ns=0.0002536
fin_crit_sh_pct=120.1
worstMarginPinSlew_ns=0.3224
setup_ws_ns=-0.2415
min_period_ns=1.442
setup_tns_ns=-52.91
slew_violations=0
rsz0062_at_grt=true

[synthesis]
compound_area_share_pct=0.6565
synth_seq_share_pct=98.10
synth_cell_types=10
ys.flops=523
ys_area_um2=10670
synth_area_per_cell_um2=19.13
simple_gate_share_pct=1.125
netlist.area_leader.share_pct=98.10
netlist_instances=558
topCombFamilyByArea=simple AND/OR/NAND/NOR gates
fa_ha_area_share_pct=0
synth_area_um2=10670
ys_cells=558
synth_area_leader_cell=dfxtp_1
mux_area_share_pct=0
area_leaders=dfxtp_1 (98%), or3b_1 (0.74%), a21oi_1 (0.42%)
synth-xor-area-share_pct=0
synth-warning-count=1

[cts]
clkTransAtPathRegs_ns=0.06
cts_root_buf=clkbuf_16
cts_htree_levels=3
cts_buffer_depth=3
cts_tree=built
clkSinkCount=523
numCtsBuffers=66
clk_latency_ns=0.63

[floorplanning]
rows=144
die_area_um2=170600
die_w_um=413
core_um2=153900
die_h_um=413
fp_util_pct=6.936
ios=1046

[worst_hold_path]
holdCritPathClass=input pin to register
holdPathStages=1

[placed_design]
dp_hpwl_um=118000
dpl_cell_area_um2=24650
gp_congestion=0.8658
port_buffers=1045
place_ws_ns=-0.1987

[drt]
wire_per_inst_um=31.65
first_pass_iters=4
drt-vias-per-instance=2.668
vias=11240
detail-route-antenna-nets=0
drtIter0Drc=539
drt-total-wl_um=133300
drc=0

[global_route]
grt_max_degree=15
grt_usage_pct=15.12
globalRouteOverflowTotal=0
antenna_found_initial=240
grt_pass1_vias=11400
grt_pass1_wl_um=157000

[pwr]
total_power_mw=45.64
vdd_drop_max_v=0.001106
p_leak_nw=11.85
p_per_area_nw_per_um2=1549

[layout]
final_area_um2=29450
drive_gt1_share_pct=44.43
fin_util_pct=19.14
syn2layout_area_growth_pct=176.0

[flow_run]
drv_cap=0
tool_warnings=27

[worst max-delay path: cells and delay by family (launching register included)]
kind | cells | cell delay [ns]
buffers and inverters | 2 | 0.24
DFF | 1 | 0.32
[layout make-up]
cell class / instances / area [µm²]
Antenna cell: 104 / 260.3
Tap cell: 2044 / 2557
Fill cell: 16540 / 124400
Multi-Input combinational cell: 32 / 203.9
Timing Repair Buffer: 1388 / 13240
Clock buffer: 87 / 1861
Clock inverter: 33 / 514.2
Sequential cell: 523 / 10820
Inverter: 1 / 3.754
[registers in the layout, summed over array words and instances (netlist names)]
name	flops
out_valid	1
out_empty	6
state	2
out_data	512
out_eop	1
out_sop	1
[layer usage]
| metal | up-vias | part of all wire (%) | track usage (%) |
|---|---|---|---|
| li1 | 4831 | - | - |
| met1 | 5195 | 36 | 16.66 |
| met2 | 763 | 47 | 24.48 |
| met3 | 271 | 14 | 10.24 |
| met4 | 178 | 2.0 | 2.341 |
| met5 | - | 0.85 | 0 |
[metrics by stage]
stage / std cells / hold slack [ns]
6_report: 4212 / 0.06475
5_1_grt: 4170 / 0.01503
4_1_cts: 4108 / 0.0001689
3_5_place_dp: 3649 / 0.5621
3_3_place_gp: 3649 / 0.5667
2_1_floorplan: 558 / 0.2677
[kinds of logic after synthesis]
| group | after synthesis |
|---|---|
| DFF | 523 |
| AOI/OAI and AO/OA | 12 |
| and+or+nand+nor | 20 |
| buffers and inverters | 3 |
[power breakdown]
group	internal [mW]	switching (mW)	total, mW
Clock	12.9	8.62	21.5
Sequential	18.4	0.382	18.8
Combinational	3.49	1.86	5.35
[Yosys cell counts]
| cell type | n |
|---|---|
| dfxtp_1 | 523 |
| nand2_1 | 10 |
| a21oi_1 | 9 |
| or3b_1 | 9 |
| a21o_1 | 2 |
| a32o_1 | 1 |
| buf_2 | 1 |
| clkbuf_1 | 1 |
| inv_1 | 1 |
| nor2_1 | 1 |
[layout by cell type, fill, tap and decap left out, types with 3 or more instances in the layout]
master / n
a21oi_1: 6
a21oi_2: 3
buf_12: 103
buf_2: 353
buf_4: 3
buf_6: 68
bufinv_16: 8
clkbuf_1: 8
clkbuf_16: 66
clkbuf_8: 13
clkdlybuf4s50_1: 523
clkinv_16: 3
clkinv_2: 6
clkinvlp_4: 5
dfxtp_1: 249
dfxtp_2: 272
diode_2: 104
dlygate4sd3_1: 338
inv_6: 5
nand2_1: 10
or3b_1: 8
[what timing repair did]
action	4_1_cts	5_1_grt
pin swaps	0	7
hold buffers	338	0
hold endpoints to repair	338	0
endpoints found under the setup margin	522	531
buffers inserted	1	0
gates resized	1612	80
[final timing paths]
kind	start	end
max	out_empty[1]$_SDFFE_PP0P_	out_empty[1]
min	in_data[444]	out_data[444]$_DFF_P_
max reg2reg	state[1]$_DFF_P_	out_valid$_SDFFE_PP0P_
min reg2reg	out_empty[1]$_SDFFE_PP0P_	out_empty[1]$_SDFFE_PP0P_
